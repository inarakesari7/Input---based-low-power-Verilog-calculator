`design.v`:
```
`timescale 1ns / 1ps
module lp_calc_arith(
    input  wire [3:0] a,        
    input  wire [3:0] b,        
    input  wire [1:0] op,       
    output reg  [7:0] result    
);
always @(*) begin
    case (op)
        2'b00: result = a + b;           
        2'b01: result = a - b;           
        2'b10: result = a * b;           
        2'b11: begin                     
            if (b != 0)
                result = a / b;
            else
                result = 8'd0;           
        end
        default: result = 8'd0;
    endcase
end
endmodule
`timescale 1ns / 1ps
module lp_calc_fsm (
    input  wire clk,
    input  wire reset,
    input  wire event_detected,
    output reg  clk_en,
    output reg  compute_en
);
    localparam SLEEP  = 2'b00;
    localparam ACTIVE = 2'b01;
    localparam IDLE   = 2'b10;
    reg [1:0] state, next_state;
    reg [3:0] idle_cnt;          
    localparam IDLE_TIMEOUT = 4'd8;
     always @(posedge clk) begin
        if (reset)
            state <= SLEEP;
        else
            state <= next_state;
    end
    always @(posedge clk) begin
        if (reset || state != IDLE)
            idle_cnt <= 4'd0;
        else
            idle_cnt <= idle_cnt + 1'b1;
    end
    always @(*) begin
        next_state = state;
        case (state)
            SLEEP: begin
                if (event_detected)
                    next_state = ACTIVE;
            end
            ACTIVE: begin
                next_state = IDLE;   
            end
            IDLE: begin
                if (event_detected)
                    next_state = ACTIVE;
                else if (idle_cnt >= IDLE_TIMEOUT)
                    next_state = SLEEP;
            end
            default: next_state = SLEEP;
        endcase
    end
    always @(*) begin
        clk_en     = 1'b0;
        compute_en = 1'b0;
        case (state)
            SLEEP: begin
                clk_en     = 1'b0;
                compute_en = 1'b0;
            end
            ACTIVE: begin
                clk_en     = 1'b1;
                compute_en = 1'b1;
            end
            IDLE: begin
                clk_en     = 1'b1;
                compute_en = 1'b0;
            end
        endcase
    end
endmodule
`timescale 1ns / 1ps
module lp_calc_top (
    input  wire        clk,
    input  wire        reset,
    input  wire [3:0]  a_in,
    input  wire [3:0]  b_in,
    input  wire [1:0]  op_in,
    output reg  [7:0]  result
);
    reg [3:0] a_reg, b_reg;
    reg [1:0] op_reg;
    wire clk_en;
    wire compute_en;
    wire [7:0] alu_result;
    lp_calc_fsm fsm_inst (
        .clk(clk),
        .reset(reset),
        .event_detected(event_detected),
        .clk_en(clk_en),
        .compute_en(compute_en)
    );
    reg [3:0] a_prev, b_prev;
    reg [1:0] op_prev;
    wire event_detected;
    assign event_detected = (a_in != a_prev) ||
                            (b_in != b_prev) ||
                            (op_in != op_prev);
    always @(posedge clk) begin
        if (reset) begin
            a_prev  <= 4'd0;
            b_prev  <= 4'd0;
            op_prev <= 2'd0;
        end else begin
            a_prev  <= a_in;
            b_prev  <= b_in;
            op_prev <= op_in;
        end
    end
    always @(posedge clk) begin
        if (reset) begin
            a_reg  <= 4'd0;
            b_reg  <= 4'd0;
            op_reg <= 2'd0;
        end else if (clk_en) begin
            a_reg  <= a_in;
            b_reg  <= b_in;
            op_reg <= op_in;
        end
    end
    lp_calc_arith op_inst (
        .a(a_reg),
        .b(b_reg),
        .op(op_reg),
        .result(alu_result)
    );
   always @(posedge clk) begin
        if (reset) begin
            result <= 8'd0;
        end else if (compute_en) begin
            result <= alu_result;
        end
    end
endmodule
```
`run.sh`:
```
#!/bin/bash
# OpenROAD 26Q1-2900-gdf79404cd8, Yosys 0.63+post, stock flow scripts
make -C /OpenROAD-flow-scripts/flow DESIGN_CONFIG=/design/flow/config.mk WORK_HOME=/design/flow/orfs finish
```
`config.mk`:
```
export PLATFORM = sky130hd
export DESIGN_NAME = lp_calc_top
export DESIGN_NICKNAME = lp_calc_top
export VERILOG_FILES = /design/flow/design.v
export SDC_FILE = /design/flow/constraint.sdc
export NUM_CORES = 4
export LEC_CHECK = 1
export CORE_UTILIZATION = 30
```
`constraint.sdc`:
```
current_design lp_calc_top

set clk_period 4.4
set clk_io_pct 0.2

create_clock -name clk0 -period $clk_period [get_ports {clk}]

set non_clock_inputs [all_inputs -no_clocks]
set_input_delay [expr $clk_period * $clk_io_pct] -clock clk0 $non_clock_inputs
set_output_delay [expr $clk_period * $clk_io_pct] -clock clk0 [all_outputs]
```
==> qor.txt <==
status: finished, violations left
failing checks: setup timing
number of synthesized register bits: 35
Cell area leaders: dfxtp_1 21%, ha_1 19%, a21oi_1 5.1%
leak pwr: 2.18 nW
die width: 107 um
period utilization: 172%
Worst-path clk slew: 70 ps
synthesized area: 3310 sq um
core box area: 10,800 sq um
Routed WL per cell: 14.2 um
Post-Route M1 WL: 4840 um
Max Root-Sink Buffers: 2
final hold vios: 0
Clock Tree Root: clkbuf_8
drt total wl: 9720 um
Slew HR: 59.1%
FMAX: 132 MHz
Slowest cell on crit path: dfxtp_4
Setup violations, final: 3
Routed Antenna Nets: 0
1st-pass router iterations: 4
Worst-Skew Late Latency: 290 ps
met2 WL: 4290 um
CP peak stage delay: 360 ps
most frequent CP cell: buf_6
PwrDens: 1090 nW/um^2
layout cells sized above 1: 33.3%
placed cell areas: 4280 sq um
tool warnings: 38
clock tree sinks: 35
reg-to-reg slack, setup: -3180 ps
Iter 0 DRT Violations: 152
YS chip area: 3310 sq um
Most used DFF post-synth: dfxtp_1
reg2reg start: b_reg[0]$_SDFFE_PP0P_
Yosys Instances: 409
RSZ-0062 raised after global routing: yes
CP Launch Type: flop
FP Rows: 38
vias in the first global route: 3,194
Unique cell types: 60
pin count of the biggest net entering global routing: 33
maxcap violations: 0
VDD IR max: 0.811 mV
num ports: 20
first-pass GRT wire length: 15,800 um
minimum clock period: 7580 ps
Top reg by flops: result
TritonCTS Buffers: 5
setup ws final: -3180 ps
Worst Max-Slew Pin Slew: 607 ps
TritonCTS clock tree: built
Layout area overhead: 49.8%
HP Class: flop to flop
H-Tree Depth: 2
CP startpoint: b_reg[0]$_SDFFE_PP0P_
top cells by count: 51 x ha_1, 41 x nor2_1, 40 x nand2_1
Top-area cell share: 21.1%
Clock Skew: 4.26 ps
total grt overflow: 0
number of fill cells in the layout: 963
DIE HEIGHT: 107 um
post-DP HPWL: 6770 um
ys async rst share: 0%
Max Used Layer: met4
DRC: 0
Critical path destination: result[1]$_SDFFE_PP0P_
Starting Density: 30.7%
Register-to-Register Path Depth: 42
Via density: 4.93
post-synth top area cell: dfxtp_1
Worst Path Required: 4570 ps
Port Buffers: 19
max reg flops: 8
Die Area: 11,500 sq um
initial antenna violation count: 0
wire length on met3: 460 um
Gate Area: 2770 sq um
Crit. End Element: flop
WS Path Type: flop to flop
count of library flops with an enable pin: 0
Final Cell Area: 4960 sq um
Crit path arrival time: 7750 ps
Crit Path Max Fanout: 5
yosys warns: 3
final core utilization: 46.0%
ant diodes: 0
Mapped Avg Cell Area: 8.10 sq um
Reg area: 709 sq um
r2r endpoint: result[1]$_SDFFE_PP0P_
DR vias: 3,365
final weighted congestion in routability-driven placement: 0.901
gr usage total: 17.6%
Pins Over Slew Limit: 0
sequential fraction of the synthesis area: 21.1%
Synth top cell by count: ha_1
Syn Inst Count: 409
[placed cells by master (no fill, tap or decap), types with 13 or more instances in the layout]
master / Yosys / routed
nand2_1: 40 / 40
ha_1: 51 / 40
nor2_1: 41 / 35
nor3_1: 13 / 13
buf_6: 1 / 17
nor2b_1: 13 / 13
clkdlybuf4s50_1: 0 / 19
a21oi_1: 34 / 28
buf_4: 0 / 96
inv_1: 31 / 27
xnor2_1: 15 / 15
dfxtp_1: 35 / 32
[metal layers]
| metal | up-vias | track usage, % |
|---|---|---|
| met5 | - | 0 |
| met4 | 0 | 2.45 |
| met1 | 1574 | 27.2 |
| met3 | 11 | 1.86 |
| met2 | 66 | 27.4 |
| li1 | 1714 | - |
[per-stage QoR]
stage | TNS, ps | std cells | total power [W] | worst slack (ps) | hold slack, ps
global route | -9800 | 683 | 0.00580 | -3620 | 493
detailed placement | -6660 | 628 | 0.00317 | -3100 | 455
global placement | -6390 | 628 | 0.00314 | -2970 | 436
CTS | -7710 | 674 | 0.00463 | -2950 | 473
finish | -8450 | 683 | 0.00541 | -3180 | 470
floorplan | -6450 | 412 | 0.00208 | -3080 | 402
[logic make-up (layout without fill, tap and decap cells)]
kind of cell,count (synthesis),count (layout),synth area share (%)
compound gates,98,98,20.7
xor+xnor,22,22,5.81
fa+ha+maj,57,57,22.9
buf+inv,40,171,4.76
flops,35,35,21.1
mux,9,9,2.91
other cells,1,4,0.113
simple gates,147,147,21.7
[area by class of cell]
| type | instances | share of cell area, % |
|---|---|---|
| Multi-Input combinational cell | 337 | 55.8 |
| Inverter | 31 | 2.45 |
| Sequential cell | 35 | 14.3 |
| Tap cell | 140 | 3.53 |
| Timing Repair Buffer | 132 | 22.2 |
| Clock inverter | 2 | 0.227 |
| Clock buffer | 6 | 1.46 |
[timing repair]
action                                  CTS  global route
buffers inserted                         39            10
hold buffers                              0             0
pin swaps                                15            22
endpoints found under the setup margin    3             4
gates resized                            27            19
[how the worst min path moves through the flow]
stage	startpoint	to	slack [ps]	cells past startpoint
after CTS	result[4]$_SDFFE_PP0P_	result[4]$_SDFFE_PP0P_	470	2
after global routing	result[3]$_SDFFE_PP0P_	result[3]$_SDFFE_PP0P_	490	2
final	result[4]$_SDFFE_PP0P_	result[4]$_SDFFE_PP0P_	470	2
[critical path, delay by kind of cell (launching register included)]
family          cells  cell delay [ps]
buf+inv             9              900
flops               1              360
simple gates        8             1080
mux                 3              980
fa+ha+maj           5             1280
compound gates     17             2860
[where the power goes]
group	total (W)	internal, W	switching [W]
sequential	0.000357	0.000335	0.0000220
clock	0.000225	0.000111	0.000114
combinational	0.00483	0.00288	0.00194
total	0.00541	0.00333	0.00208
Power figures rest on the tool's default switching activity, not on a simulated workload.
